`design/flow/design.v`:
```
module jt12_comb #(parameter 
    w=16,    
    m=1      
)(
    input               rst,
    input               clk,
(* direct_enable *)    input cen,
    input  signed [w-1:0] snd_in,
    output reg signed [w-1:0] snd_out
);
wire signed [w-1:0] prev;
generate
    genvar k;
    reg signed [w-1:0] mem[0:m-1];
    assign prev=mem[m-1];
    for(k=1;k<m;k=k+1) begin : mem_gen
        always @(posedge clk)
            if(rst) begin
                mem[k] <= {w{1'b0}};
            end else if(cen) begin
                mem[k] <= mem[k-1];
            end
    end
    always @(posedge clk)
        if(rst) begin
            mem[0] <= {w{1'b0}};
        end else if(cen) begin
            mem[0] <= snd_in;
        end    
endgenerate
always @(posedge clk)
    if(rst) begin
        snd_out <= {w{1'b0}};
    end else if(cen) begin
        snd_out <= snd_in - prev;
    end
endmodule  
module jt12_interpol #(parameter calcw=18, inw=16, 
    n=2,     
    m=1,     
    rate=2   
)(
    input               rst,
    input               clk,
(* direct_enable *)    input               cen_in,
(* direct_enable *)    input               cen_out,
    input  signed [inw-1:0] snd_in,
    output reg signed [inw-1:0] snd_out
);
reg signed  [calcw-1:0] inter6;
wire signed [calcw-1:0] comb_op, integ_op;
localparam wdiff = calcw - inw;
generate
    genvar k;
    wire [calcw-1:0] comb_data[0:n];
    assign comb_data[0] = { {wdiff{snd_in[inw-1]}}, snd_in };
    assign comb_op = comb_data[n];
    for(k=0;k<n;k=k+1) begin : comb_gen
        jt12_comb #(.w(calcw),.m(m)) u_comb(
            .rst    ( rst            ),
            .clk    ( clk            ),
            .cen    ( cen_in         ),
            .snd_in ( comb_data[k]   ),
            .snd_out( comb_data[k+1] )
        );
    end
endgenerate
reg [rate-1:0] inter_cnt;
always @(posedge clk) 
    if(rst) begin
        inter6 <= {calcw{1'b0}};
        inter_cnt <= { {(rate-1){1'b0}}, 1'b1};
    end else if(cen_out) begin
        inter6 <= inter_cnt[0] ? comb_op : {calcw{1'b0}};
        inter_cnt <= { inter_cnt[0], inter_cnt[rate-1:1] };
    end
generate
    genvar k2;
    reg [calcw-1:0] integ_data[0:n];
    assign integ_op = integ_data[n];
    always @(*)
        integ_data[0] = inter6;
    for(k2=1;k2<=n;k2=k2+1) begin : integ_gen
        always @(posedge clk) 
            if(rst) begin
                integ_data[k2] <= {calcw{1'b0}};
            end else if(cen_out) begin
                integ_data[k2] <= integ_data[k2] + integ_data[k2-1];
            end
    end
endgenerate
always @(posedge clk) 
    if(rst) begin
        snd_out <= {inw{1'b0}};
    end else if(cen_out) begin
        snd_out<= integ_op[calcw-1:wdiff];
    end
endmodule
```
`design/flow/run.sh`:
```
#!/bin/bash
# OpenROAD 26Q1-2900-gdf79404cd8, Yosys 0.63+post, stock flow scripts
make -C /OpenROAD-flow-scripts/flow DESIGN_CONFIG=/design/flow/config.mk WORK_HOME=/design/flow/orfs finish
```
`design/flow/config.mk`:
```
export PLATFORM = sky130hd
export DESIGN_NAME = jt12_interpol
export DESIGN_NICKNAME = jt12_interpol
export VERILOG_FILES = /design/flow/design.v
export SDC_FILE = /design/flow/constraint.sdc
export NUM_CORES = 4
export LEC_CHECK = 1
export CORE_UTILIZATION = 50
```
`design/flow/constraint.sdc`:
```
current_design jt12_interpol

set clk_period 6.4
set clk_io_pct 0.2

create_clock -name clk0 -period $clk_period [get_ports {clk}]

set non_clock_inputs [all_inputs -no_clocks]
set_input_delay [expr $clk_period * $clk_io_pct] -clock clk0 $non_clock_inputs
set_output_delay [expr $clk_period * $clk_io_pct] -clock clk0 [all_outputs]
```
==> impl_metrics.json <==
{
  "async_flop_share_pct": 0,
  "worstPathArrival_ns": 4.00,
  "status": "finished clean",
  "clock_path_buffers": 2,
  "overflow": 0,
  "relSlewSlack_pct": 41.2,
  "antenna_found_initial": 0,
  "grt_max_degree": 63,
  "post-cts-setup-buffers": 0,
  "ys_cells": 1020,
  "n_antenna_cell": 0,
  "synth_top_flop_cell": "dfxtp_1",
  "tightestPinTransition_ns": 0.877,
  "worst_ep_required_time_ns": 6.73,
  "internal-power_w": 0.00167,
  "finalCritPeriodShare_pct": 57.5,
  "gp_congestion": 0.903,
  "cts_tree": "yes",
  "drv_slew": 0,
  "postSynthSeqShare_pct": 33.0,
  "switching_power_w": 0.000676,
  "power_frac_clock_pct": 38.5,
  "hold_viol": 0,
  "edf_count": 0,
  "synthTopCellsByArea": "dfxtp_1, ha_1, mux2i_1, nor2_1, nand2_1",
  "syn_inst": 1020,
  "drc": 0,
  "yosysTopAreaCell": "dfxtp_1",
  "dr_total_vias": 7099,
  "dieHeight_um": 132,
  "seqPwrFrac_pct": 41.4,
  "warning_count": 25,
  "chipArea_um2": 17500,
  "crit_start": "cen_out",
  "ios": 36,
  "final.setup.tns_ns": 0,
  "yosysChipArea_um2": 8500,
  "io_buffer_count": 35,
  "finalCriticalPeriod_ns": 3.68,
  "yosysWarningCount": 5,
  "ant_nets": 0,
  "worstSkewPairLatency_ns": 0.41,
  "switching_share_pct": 28.8,
  "drt_iter0_drc": 341,
  "drv_cap": 0,
  "preCtsSetupSlack_ns": 2.28,
  "core-area_um2": 16600,
  "skew_ns": 0.00909,
  "leakagePower_nw": 3.98,
  "setup_violations": 0,
  "ir_drop_uv": 193,
  "fp-row-count": 47,
  "dr.pass1.iters": 4,
  "yosys.cell_types.count": 77,
  "synth.avg_cell_area_um2": 8.33,
  "grt_pass1_wl_um": 30400,
  "clk_pin_slew_ns": 0.06,
  "cts_htree_levels": 4,
  "finalWorstSetupSlack_ns": 2.72,
  "fmax_mhz": 272,
  "numCtsBuffers": 17,
  "start_kind": "input pin",
  "power_density_nw_per_um2": 247,
  "syn_area_um2": 8500,
  "grt_pass1_vias": 6482,
  "grtUsageTotal_pct": 21.4,
  "routedWlPerCell_um": 14.1,
  "area_delta_synth_final_pct": 11.9,
  "clock_sinks": 140,
  "vias_per_cell": 5.63,
  "fp_util_pct": 51.2,
  "cp-end-kind": "flip-flop",
  "rsz0062_at_grt": "false",
  "path_max_fanout": 57,
  "r2r-start": "comb_gen[0].u_comb.snd_out[0]",
  "dieWidth_um": 132,
  "totalWireLength_um": 17800,
  "dp_hpwl_um": 12300,
  "numSynthFlops": 140,
  "drive_above_1_share_pct": 5.66,
  "hp-class": "flip-flop to flip-flop",
  "postCtsHoldBufs": 0,
  "critPathKind": "input pin to flip-flop",
  "synth_top_area_share_pct": 33.0,
  "ctsResizeCount": 0,
  "clockRootBuffer": "clkbuf_16",
  "pwr-share-comb_pct": 20.1,
  "worstHoldStart": "comb_gen[1].u_comb.snd_out[11]"
}
[layer usage]
metal | up-vias | routed length [um] | part of all wire (%) | GRT usage [%]
met5 | - | 0 | 0 | 0
met3 | 15 | 473 | 2.7 | 2.91
met1 | 3229 | 8510 | 48 | 29.4
met4 | 0 | 236 | 1.3 | 3.26
li1 | 3759 | - | - | -
met2 | 96 | 8630 | 48 | 37.1
[synth_stat cells (all sizes together), types with 3 or more instances]
cell type,count
or4,3
o22ai,7
a211oi,21
a21o,23
clkbuf,29
xor2,9
a211o,3
o31ai,3
buf,21
nand3,35
a21boi,3
o32ai,4
ha,67
inv,57
and2,3
a41oi,3
o221ai,6
or3,8
o31a,5
nor2b,7
o21ai,41
nand2b,5
mux2i,68
and3,12
o21a,17
nand4,11
o211ai,10
a31oi,12
nor4,8
o311ai,5
fa,4
or2,5
xnor2,11
a21oi,55
nand2,73
nor4b,3
nor2,135
a311o,5
dfxtp,140
a22oi,17
o2111ai,7
o21bai,3
nor3,25
[cells by family (layout without fill, tap and decap cells)]
| group | Yosys count | in the layout | share of synthesized area (%) |
|---|---|---|---|
| adder cells (fa/ha/maj) | 71 | 71 | 10.8 |
| XOR/XNOR | 20 | 20 | 2.06 |
| buffers and inverters | 109 | 131 | 4.95 |
| flip-flops | 140 | 140 | 33.0 |
| multiplexers | 69 | 69 | 8.14 |
| AND-OR/OR-AND | 270 | 270 | 22.4 |
| AND/OR/NAND/NOR | 341 | 341 | 18.6 |
[state kept, by name, indices dropped and copies added (netlist names)]
signal and cells:
inter6 18, comb_gen.u_comb.mem 33, snd_out 16, integ_data 36
comb_gen.u_comb.snd_out 35, inter_cnt 2
[power by group through the flow]
stage         clock [W]  sequential (W)  combinational, W
CTS            0.000928        0.000973          0.000473
global route   0.000969        0.000981          0.000529
finish         0.000905        0.000973          0.000472
[final timing paths]
path / endpoint / slack, ns / cells after the start
hold / removal: comb_gen[1].u_comb.snd_out[11] / 0.45 / 2
setup / recovery: integ_data[1][10] / 2.72 / 6
hold reg to reg: comb_gen[1].u_comb.snd_out[11] / 0.45 / 2
setup reg to reg: comb_gen[1].u_comb.snd_out[16] / 3.80 / 10
[cell usage in the layout (no fill, tap or decap), types with 8 or more instances in the layout]
master / instances
nand3_1: 35
nor3_1: 25
a22oi_1: 17
a31oi_1: 12
o21ai_0: 38
mux2i_1: 68
nor2_1: 135
o211ai_1: 9
a211oi_1: 20
or3_1: 8
inv_1: 57
nor4_1: 8
nand4_1: 11
xor2_1: 9
buf_4: 9
a21o_1: 23
ha_1: 67
o21a_1: 17
a21oi_1: 53
and3_1: 12
dfxtp_1: 140
clkbuf_16: 17
xnor2_1: 11
nand2_1: 73
clkdlybuf4s50_1: 32
[worst max-delay path: stages]
cell      delay (ns)
buf_2           0.07
buf_4           0.58
clkinv_1        0.93
buf_4           0.54
or3_1           0.40
o221ai_1        0.14
[per-stage QoR]
| step | utilization, % | instances | hold WS, ns | cell area [um2] | total power, W |
|---|---|---|---|---|---|
| 5_1_grt | 57.3 | 1262 | 0.495 | 9510 | 0.00248 |
| 4_1_cts | 57.3 | 1262 | 0.461 | 9510 | 0.00237 |
| 6_report | 57.3 | 1262 | 0.454 | 9510 | 0.00235 |
| 2_1_floorplan | - | 1020 | 0.426 | 8500 | 0.00136 |
| 3_5_place_dp | 54.1 | 1232 | 0.447 | 8960 | 0.00146 |
| 3_3_place_gp | 54.1 | 1232 | 0.440 | 8960 | 0.00146 |
[final cells by class]
| type | instances | area (um2) |
|---|---|---|
| multi-input cells | 771 | 5270 |
| repair buffers | 42 | 393 |
| clock inverters | 12 | 101 |
| well taps | 220 | 275 |
| clock buffers | 18 | 439 |
| fillers | 1528 | 7080 |
| inverters | 59 | 221 |
| flip-flops and latches | 140 | 2800 |
No activity file was given, so power comes from the tool's default toggle rates.
